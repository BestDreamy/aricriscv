### config.mk
export PLATFORM = sky130hd
export DESIGN_NAME = select_pc
export DESIGN_NICKNAME = select_pc
export VERILOG_FILES = /design/flow/design.v
export SDC_FILE = /design/flow/constraint.sdc
export NUM_CORES = 4
export LEC_CHECK = 1
export CORE_AREA = 10 10 70 70
export DIE_AREA = 0 0 80 80
### constraint.sdc
current_design select_pc

set clk_period 2.9
set clk_io_pct 0.2

create_clock -name clk0 -period $clk_period

set non_clock_inputs [all_inputs -no_clocks]
set_input_delay [expr $clk_period * $clk_io_pct] -clock clk0 $non_clock_inputs
set_output_delay [expr $clk_period * $clk_io_pct] -clock clk0 [all_outputs]
### design.v
module select_pc (
    input wire clk_i,
    input wire[10 - 1:0] f_predPC_i,
    input wire[10 - 1:0] F_predPC_i,
    input wire[6:0] E_opcode_i,
    input wire e_cnd_i,
    input wire[10 - 1:0] E_delayPC_i,  
    input wire[10 - 1:0] e_jumpPC_i,
    output reg[10 - 1:0] pc_o
);
    always @(*) begin
        if(E_opcode_i == 7'b1100011 && !e_cnd_i) 
            pc_o = E_delayPC_i;
        else if(E_opcode_i == 7'b1100111) 
            pc_o = e_jumpPC_i;
        else 
            pc_o = F_predPC_i;
    end
    initial begin
        pc_o <= 0;
    end
endmodule
### run.sh
#!/bin/bash
# OpenROAD 26Q1-2900-gdf79404cd8, Yosys 0.63+post, stock flow scripts
make -C /OpenROAD-flow-scripts/flow DESIGN_CONFIG=/design/flow/config.mk WORK_HOME=/design/flow/orfs finish
==> results.json <==
{
  "path_class": "in -> out",
  "cp_max_fo": 12,
  "layout_setup_ws_ps": 125,
  "syn_area_um2": 369,
  "grt_max_degree": 13,
  "log.warning_count": 43,
  "combGateArea_um2": 355,
  "drt_iter0_drc": 9,
  "fp.dieH_um": 80,
  "die_area_mm2": 0.00640,
  "rsz0062_at_grt": "false",
  "yosys_area_um2": 369,
  "seq_cells": 0,
  "grt_pass1_wl_mm": 3.57,
  "leakage_nw": 0.384,
  "tightest_slew_ps": 184,
  "ir_worst_vdd_mv": 0.0472,
  "p_per_area_mw_per_mm2": 114,
  "vias_per_cell": 4.37,
  "hold_class": "in -> out",
  "seq_area_um2": 0,
  "hpwl_mm": 1.79,
  "setup_violations": 0,
  "lay_top_cells": "38 x clkdlybuf4s50_1, 9 x or3_1, 9 x o32a_1, 9 x o221a_1",
  "synth.distinct_cells": 13,
  "ys_cells": 43,
  "rows": 21,
  "nClkBuffers": 0,
  "yosysSeqAreaShare": 0,
  "yosysWarnings": 1,
  "wirelength_mm": 2.33,
  "avgSynthCellArea_um2": 8.58,
  "setup-tns-final_ps": 0,
  "fmax_mhz": 360,
  "drive_gt1_frac": 0.167,
  "status": "finished clean",
  "vias": 620,
  "ant_nets": 0,
  "antenna_found_initial": 0,
  "largest_area_cell": "o221a_1",
  "place_congestion": 0.743,
  "drt-pass1-iter-count": 2,
  "critPathLaunch": "E_opcode_i[3]",
  "slew_violations": 0,
  "end_kind": "output port",
  "routedWlPerCell_um": 16.4,
  "n_fill_cell": 377,
  "hold_ws_ps": 1840,
  "syn2layout_area_growth_pct": 167,
  "io_buffers": 48,
  "grt_usage": 0.0681,
  "maxCapViolCount": 0,
  "placed_cells": 137,
  "post-route-min-period_ps": 2780,
  "overflow": 0,
  "die_w_um": 80,
  "timing.slew.headroom": 0.877,
  "worstPathRequired_ps": 2320,
  "fp_util": 0.108,
  "num_antenna_cells": 0,
  "finalHoldViolCount": 0,
  "topCellsByArea": "o221a_1 27%, o32a_1 24%, or3_1 19%, nand4b_4 6.4%, buf_2 5.4%",
  "drc": 0,
  "total_power_uw": 113,
  "mostFrequentLayoutCell": "clkdlybuf4s50_1",
  "ios": 59,
  "fin_crit_sh": 0.957,
  "netlist_instances": 43,
  "stdcell_count": 142,
  "start_kind": "input pin",
  "place_ws_ps": -150,
  "top_area_frac": 0.275,
  "core_mm2": 0.00342,
  "grt_pass1_vias": 666,
  "worstPathArrival_ps": 2200,
  "min_from": "E_opcode_i[4]"
}
-- cell type report --
class,count,area share
inverters,1,0.00381
repair buffers,58,0.577
multi-input cells,37,0.361
well taps,46,0.0584
-- worst max-delay path, cell delays in order --
cell             delay, ps
clkdlybuf4s50_1        440
nand2b_1               110
buf_4                  220
nor2_4                  80
buf_4                  140
a2bb2oi_1              120
clkdlybuf4s50_1        500
-- synthesized netlist by cell type --
cell	instances
or3_1	11
clkbuf_2	1
nand2b_1	2
a2bb2oi_1	1
buf_2	4
o21ai_0	1
buf_6	1
nor3b_1	1
nor2_4	1
nand4b_4	1
inv_1	1
o32a_1	9
o221a_1	9
-- per-layer routing --
layer  GRT usage  vias up  share of wire
met4           0        0              0
met2       0.120       27           0.49
met5           0        -              0
li1            -      307              -
met1      0.0837      286           0.42
met3      0.0216        0          0.085
-- where the power goes --
group	total [mW]	switching (mW)	internal, mW
combinational	0.113	0.0312	0.0815
clock	0	0	0
sequential	0	0	0
-- through the flow --
stage / util / cell area [um2]
3_3_place_gp: 0.268 / 916
3_5_place_dp: 0.268 / 916
4_1_cts: 0.277 / 947
2_1_floorplan: - / 369
6_report: 0.288 / 985
5_1_grt: 0.288 / 985
-- worst paths after layout --
path       to  slack (ps)  depth (start not counted)
max   pc_o[8]         120                          7
min   pc_o[1]        1840                          5
-- cell families (layout without fill, tap and decap cells) --
family | count (synthesis) | count (layout) | share of synthesized area
buf+inv | 7 | 59 | 0.108
compound gates | 20 | 20 | 0.556
simple gates | 16 | 17 | 0.336
-- timing repair --
| action | in CTS | in global routing |
|---|---|---|
| gates cloned | 2 | 1 |
| hold buffers | 0 | 0 |
| pin swaps | 1 | 0 |
| setup endpoints to repair | 10 | 9 |
| hold endpoints to repair | 0 | 0 |
| setup buffers | 1 | 1 |
| gates resized | 8 | 8 |
Power is estimated from default activity; no workload was simulated.
